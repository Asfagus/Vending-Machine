===== flow/run.sh =====
#!/bin/bash
# OpenROAD 26Q1-2900-gdf79404cd8, Yosys 0.63+post, stock flow scripts
make -C /OpenROAD-flow-scripts/flow DESIGN_CONFIG=/design/flow/config.mk WORK_HOME=/design/flow/orfs finish

===== flow/config.mk =====
export PLATFORM = sky130hd
export DESIGN_NAME = top
export DESIGN_NICKNAME = top
export VERILOG_FILES = /design/flow/design.v
export SDC_FILE = /design/flow/constraint.sdc
export NUM_CORES = 4
export LEC_CHECK = 1
export CORE_UTILIZATION = 30

===== flow/constraint.sdc =====
current_design top

set clk_period 5.1
set clk_io_pct 0.2

create_clock -name clk0 -period $clk_period [get_ports {clk}]

set non_clock_inputs [all_inputs -no_clocks]
set_input_delay [expr $clk_period * $clk_io_pct] -clock clk0 $non_clock_inputs
set_output_delay [expr $clk_period * $clk_io_pct] -clock clk0 [all_outputs]

===== flow/design.v =====
`timescale 1ns / 1ps
module Clock(
	input clk,
	output reg divided_clock,
	output reg divided_clock1
    );
localparam div_value = 4999; 
localparam div_value1 = 24999999; 
integer counter_value = 0;
integer counter_value1 = 0;
always @ (posedge clk)
begin
	if (counter_value == div_value)
		counter_value <= 0;
	else
		counter_value <= counter_value+1;
	if (counter_value1 == div_value1)
		counter_value1 <= 0;
	else
		counter_value1 <= counter_value1+1;
end
always @ (posedge clk)
begin
	if (counter_value == div_value)
		divided_clock <= ~divided_clock;
	else
		divided_clock <= divided_clock;
	if (counter_value1 == div_value1)
		divided_clock1 <= ~divided_clock1;
	else
		divided_clock1 <= divided_clock1;
end
endmodule
`timescale 1ns / 1ps
module top(
	input clk,
	input r1,r2,r5,reset,
	output reg [7:0] seg,
	output reg [7:0] digit2,
	output reg [7:0] digit0,
	output reg led_M5,led_M11,led_P7,
	output reg [3:0] an,
	output reg [3:0]bcd,
	output reg [1:0]refresh_counter = 0
	 );
wire divided_clock,divided_clock1;
Clock Clock(clk,divided_clock,divided_clock1);
always @ (refresh_counter)
begin
	case (refresh_counter)
		2'b00: 
		begin
			an <= 4'b1110;
			seg <= digit0;
		end
		2'b01:
		begin
			an <= 4'b1101;
			seg <= 8'b11000000;
		end
		2'b10: 
		begin
			an <= 4'b1011;
			seg <= digit2;
		end
		2'b11: 
		begin
			an <= 4'b0111;
			seg <= 8'b11000000;
		end
	endcase
end
always @ (posedge divided_clock1 or posedge reset)
begin
	if(reset)
		begin
			bcd <= 0; 
			led_M11 <= 1'b0;
			led_M5 <= 1'b0;
		end
	else
		begin
			if(r1)
			bcd <= bcd +1;
			else if(r2)
				bcd <= bcd +2;
			else if(r5)
				bcd <= bcd +5;
			else bcd <= bcd;
			if(bcd > 9)
			begin
				if (bcd >= 10)
				begin
					if (bcd > 10)
					begin
						led_M11 <= 1'b1; 
					end
					led_M5  <= 1'b1; 
				end
				bcd <= 0;
			end
		end
end
always @(bcd)
begin
	case (bcd)  
		0 : 
		begin
			digit2 <= 8'b11000000;
			if (bcd < 10)  
				digit0 <= 8'b11000000;
		end
		1 : 
		begin
			digit2 <= 8'b11111001;
			if (bcd < 10)  
				digit0 <= 8'b11000000;
		end
		2 : 
		begin
			digit2 <= 8'b10100100;
			if (bcd < 10)  
				digit0 <= 8'b11000000;
		end
		3 : 
		begin
			digit2 <= 8'b10110000;
			if (bcd < 10)  
				digit0 <= 8'b11000000;
		end
		4 : 
		begin
			digit2 <= 8'b10011001;
			if (bcd < 10)  
				digit0 <= 8'b11000000;
		end
		5 : 
		begin
			digit2 <= 8'b10010010;
			if (bcd < 10)  
				digit0 <= 8'b11000000;
		end
		6 : 
		begin
			digit2 <= 8'b10000010;
			if (bcd < 10)  
				digit0 <= 8'b11000000;
		end
		7 : 
		begin
			digit2 <= 8'b11111000;
			if (bcd < 10)  
				digit0 <= 8'b11000000;
		end
		8 : 
		begin
			digit2 <= 8'b10000000;
			if (bcd < 10)  
				digit0 <= 8'b11000000;
		end
		9 : 
		begin
			digit2 <= 8'b10010000;
			if (bcd < 10)  
				digit0 <= 8'b11000000;
		end		
		default : 
		begin
			digit2 <= 8'b11000000;
			digit0 <= 8'b11000000;
			if (bcd > 10)  
			begin
				case (bcd -10)  
					1 : digit0 <= 8'b11111001;
					2 : digit0 <= 8'b10100100;
					3 : digit0 <= 8'b10110000;
					4 : digit0 <= 8'b10011001;
					default: digit0 <= 8'b11000000;
				endcase
			end
		end	
	endcase
end
always @(posedge divided_clock)
begin
	refresh_counter <= refresh_counter+1; 
end
always @ (posedge divided_clock1)
	led_P7 = ~led_P7;
endmodule

==> results.txt <==
GP Congestion: 0.846
Routed Antenna Nets: 0
critical-path cell list: and4_1 -> nand2_1 -> nor4_2 -> buf_4
TritonCTS clock tree: built
min cycle time layout: 2080 ps
dpl hpwl: 5370 microns
Post-Route Utilization: 37.2%
DR pass1 iterations: 4
# Cells Yosys: 433
fill count: 1244
Log Warnings: 38
static leakage: 1.82 nW
crit start category: flop
RSZ-0062 raised after global routing: no
Setup TNS Final: 0 ps
Die ar.: 13500 sq um
Die Width: 116 microns
final WL: 7400 microns
Post-Syn Area: 3920 sq um
reg-to-reg startpoint: Clock.counter_value1[18]$_SDFF_PN0_
Antenna Cells: 0
largest net degree at the start of global routing: 15
critical path startpoint: Clock.counter_value1[18]$_SDFF_PN0_
DRT iter0 DRCs: 187
Max Freq: 481 MHz
worst-path fanout max: 9
gr ovfl total: 0
htree depth: 3
post-cts resize count: 0
Rel. slew slack: 44.4%
FFs w/ async S/R, synth: 7.50%
Inserted Clock Buffers: 9
max cap viols: 0
Pre-Place Util: 30.9%
Critical Path AT: 2110 ps
Die H: 116 microns
CTS Buffer Depth: 2
register pins left without a clock: 14
Bufs and invs on worst path: 1
Yosys Warn Count: 2
wire per inst: 11.5 microns
via count: 3073
CP Class: reg -> reg
cycle use final: 40.8%
initial antenna violation count: 0
Hold Vio Cnt, Final: 0
first-pass GRT wire length: 12800 microns
site row count: 41
Pins Over Slew Limit: 0
outcome: finished clean
Hold Startpoint: Clock.counter_value[31]$_SDFF_PN0_
clock latency (worst-skew pair): 320 ps
Syn Inst Count: 433
Power Dens Cells: 230 nW/um^2
Setup Skew: 7.55 ps
IO Pins: 42
Worst Hold Class: reg -> reg
Core Box Area: 12700 sq um
#FFs+latches synth: 80
Layout area overhead: 20.3%
post-synth cell types: 56
peak supply drop: 0.127 mV
Critical Path Max Stage Delay: 730 ps
CP required: 5130 ps
Setup-failing EPs final: 0
root buf cell: clkbuf_16
slew of the pin with the lowest slew margin: 827 ps
endpoints left unconstrained: 47
Total GRT Usage: 11.7%
share of cells above drive strength 1: 5.70%
vias in the first global route: 2736
drc violations: 0
EDFF count, synth: 2
synthesized area per cell: 9.04 sq um
PortBufs: 37
Commonest flop: dfxtp_1
register clock-pin slew on the reported worst setup and hold paths: 50 ps
yosys stat area: 3920 sq um
Post-CTS Setup Bufs: 0
CP top delay family: simple AND/OR/NAND/NOR gates
Vias/cell: 4.76
critical path's slowest cell: nor4_2
Worst setup EP type: flop
hold_buf cts: 0
Worst R2R Setup Slack: 3020 ps
## power breakdown
group	internal [mW]	leakage, nW	switching (mW)	total (mW)
registers	0.519	0.672	0	0.519
clock network	0.351	0.132	0.201	0.552
logic	0.00538	1.01	0.00557	0.0110
## kinds of logic (layout without fill, tap and decap cells)
group | after synthesis | after routing | share of synthesized area [%]
AND-OR/OR-AND | 51 | 51 | 8.53
AND/OR/NAND/NOR | 184 | 184 | 26.1
XOR/XNOR | 53 | 53 | 11.9
multiplexers | 3 | 3 | 0.799
latches | 5 | 5 | 1.92
buffers and inverters | 41 | 80 | 4.89
other | 2 | 4 | 0.192
adder cells (fa/ha/maj) | 19 | 19 | 6.07
flip-flops | 75 | 75 | 39.6
## synthesized netlist by cell type, types with 5 or more instances
| cell type | number | area, sq um |
|---|---|---|
| buf_4 | 5 | 37.5 |
| o21ai_0 | 11 | 55.1 |
| nand2b_1 | 5 | 31.3 |
| nor4_1 | 18 | 113 |
| dfrtp_1 | 6 | 150 |
| or4_1 | 5 | 37.5 |
| and2_1 | 5 | 31.3 |
| and4_1 | 5 | 43.8 |
| nand4_1 | 19 | 119 |
| clkbuf_1 | 9 | 33.8 |
| inv_1 | 24 | 90.1 |
| a21oi_1 | 16 | 80.1 |
| nand2_1 | 29 | 109 |
| a22o_1 | 5 | 43.8 |
| ha_1 | 19 | 238 |
| or3_1 | 5 | 31.3 |
| xnor2_1 | 33 | 289 |
| dfxtp_1 | 67 | 1340 |
| dlxtn_1 | 5 | 75.1 |
| nand3_1 | 21 | 105 |
| and3_1 | 6 | 37.5 |
| xor2_1 | 20 | 175 |
| nor3_1 | 15 | 75.1 |
| nor2_1 | 35 | 131 |
## state kept, by name (all words and copies together) (netlist names), 2 cells and up
| register | count |
|---|---|
| digit0 | 5 |
| Clock.counter_value1 | 32 |
| bcd | 4 |
| Clock.counter_value | 32 |
| refresh_counter | 2 |
## worst register-to-register path: cells and delay by family (launching register included)
family                 cells  cell delay (ps)
buffers and inverters      1              290
flip-flops                 1              380
AND/OR/NAND/NOR            3             1110
## per-stage QoR
stage               worst slack, ps  power [mW]  std cells  area, sq um  hold WS [ps]
finish                         3020        1.08        646         4710           454
floorplan                      3190       0.538        435         3920           418
detailed placement             3040       0.540        631         4440           445
global route                   2750        1.12        646         4710           481
CTS                            3020        1.10        646         4710           460
global placement               3060       0.540        631         4440           432
## layout make-up
cell class              count  area, sq um  share of cell area [%]
clock buffers              13          260                    5.53
clock inverters             2         12.5                   0.266
inverters                  24         90.1                    1.91
multi-input cells         314         2100                    44.7
flip-flops and latches     80         1630                    34.5
well taps                 172          215                    4.57
repair buffers             41          400                    8.50
## layout by cell type, fill, tap and decap left out, types with 18 or more instances in the layout
cell             instances
clkdlybuf4s50_1         37
dfxtp_1                 67
ha_1                    19
inv_1                   24
nand2_1                 29
nand3_1                 21
nand4_1                 19
nor2_1                  35
nor4_1                  18
xnor2_1                 33
xor2_1                  20
## worst paths after layout
check / end / cells past startpoint
worst max-delay path: Clock.divided_clock1$_DFFE_PN_ / 4
worst min-delay path: Clock.counter_value[31]$_SDFF_PN0_ / 1
worst max register to register: Clock.divided_clock1$_DFFE_PN_ / 4
worst min register to register: Clock.counter_value[31]$_SDFF_PN0_ / 1
## layer usage
metal | wire length (microns) | GRT usage [%] | vias to the layer above | share of wire [%]
met5 | 0 | 0 | - | 0
met4 | 108 | 1.79 | 0 | 1.5
met3 | 340 | 1.59 | 10 | 4.6
met2 | 3030 | 17.4 | 70 | 41
met1 | 3920 | 18.7 | 1397 | 53
li1 | - | - | 1596 | -
No activity file was given, so power comes from the tool's default toggle rates.
